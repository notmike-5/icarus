===== flow/run.sh =====
#!/bin/bash
# OpenROAD 26Q1-2900-gdf79404cd8, Yosys 0.63+post, stock flow scripts
make -C /OpenROAD-flow-scripts/flow DESIGN_CONFIG=/design/flow/config.mk WORK_HOME=/design/flow/orfs finish

===== flow/config.mk =====
export PLATFORM = sky130hd
export DESIGN_NAME = reduce
export DESIGN_NICKNAME = reduce
export VERILOG_FILES = /design/flow/design.v
export SDC_FILE = /design/flow/constraint.sdc
export NUM_CORES = 4
export LEC_CHECK = 1
export CORE_AREA = 10 10 494 494
export DIE_AREA = 0 0 504 504

===== flow/constraint.sdc =====
current_design reduce

set clk_period 333.2
set clk_io_pct 0.2

create_clock -name clk0 -period $clk_period

set non_clock_inputs [all_inputs -no_clocks]
set_input_delay [expr $clk_period * $clk_io_pct] -clock clk0 $non_clock_inputs
set_output_delay [expr $clk_period * $clk_io_pct] -clock clk0 [all_outputs]

===== flow/design.v =====
module half_adder
  (
    input  a, b,
    output sum, cout
   );
  assign sum = a ^ b;
  assign cout = a & b;
endmodule  
module full_adder
  (
    input	a, b, cin,
    output wire	sum, cout
   );
  assign sum = a ^ b ^ cin;
  assign cout = (a & b) | (a ^ b) & cin;
endmodule  
module half_subtractor
  (
   input a, b,
   output diff, bout
   );
  assign diff = a ^ b;
  assign bout = ~a & b;
endmodule  
module full_subtractor
  (
    input	a, b, bin,
    output wire	diff, bout
   );
  assign diff = a ^ b ^ bin;
  assign bout = (~a & b) | (~(a ^ b) & bin);
endmodule  
module rca_add #(parameter N = 256)
  (
    input [N-1:0]  a, b,
    input	   cin,
    output [N-1:0] sum,
    output cout	  
   );
  wire [N:0] C;
  genvar     ii;
  generate
    full_adder FA0 (.a(a[0]), .b(b[0]), .cin(cin), .sum(sum[0]), .cout(C[0]));
    for (ii = 1; ii < N; ii++)
      full_adder FA (.a(a[ii]), .b(b[ii]), .cin(C[ii-1]), .sum(sum[ii]), .cout(C[ii]));
  endgenerate
  assign cout = C[N-1];
endmodule  
module cla_add #(parameter N = 256)
  (
    input [N-1:0]	a, b,
    input		cin,
    output wire [N-1:0]	sum,
    output wire	cout
   );
  wire [N:0] C;
  wire [N-1:0] G, P, S;
  assign C[0] = cin;
  genvar       ii;
  generate
    for(ii = 0; ii < N; ii++)
      full_adder FA (.a(a[ii]), .b(b[ii]), .cin(C[ii]), .sum(S[ii]), .cout());
  endgenerate
  genvar jj;
  generate
    for (jj = 0; jj < N; jj++) begin
      assign G[jj] = a[jj] & b[jj];               
      assign P[jj] = a[jj] | b[jj];               
      assign C[jj+1] = G[jj] | (P[jj] & C[jj]);   
    end
  endgenerate
  assign sum = S;
  assign cout = C[N];
endmodule  
module add_sub_rc #(parameter N = 256)
  (
   input	  ctrl,
   input [N-1:0]  a, b,
   output [N-1:0] sum,
   output	  cout
   );
  wire [N-1:0] bmod;
  assign bmod = {N{ctrl}} ^ b;
  rca_add #(.N(N)) rca0 (.a(a), .b(bmod), .cin(ctrl), .sum(sum), .cout(cout));
endmodule  
module add_sub #(parameter N = 256)
  (
   input	  ctrl,
   input [N-1:0]  a, b,
   output [N-1:0] sum,
   output	  cout
   );
  wire [N-1:0] bmod;
  assign bmod = {N{ctrl}} ^ b;
  cla_add #(.N(N)) cla0 (.a(a), .b(bmod), .cin(ctrl), .sum(sum), .cout(cout));
endmodule  
module add_modp #(parameter N = 255)
  (
   input [N-1:0]  x, y,
   output [N-1:0] sum
   );
  wire [N-1:0] p = 2**255 - 19;
  wire [N:0]   r0, r1, r2;
  wire [N-1:0] s0; 
  wire	       c0;
  add_sub #(.N(N)) add0 (.ctrl(1'b0), .a(x), .b(y), .sum(s0), .cout(c0));
  assign r0 = {c0, s0};
  add_sub #(.N(N+1)) sub0 (.ctrl(1'b1), .a(r0), .b({1'b0, p}), .sum(r1), .cout());
  add_sub #(.N(N+1)) sub1 (.ctrl(1'b1), .a(r1), .b({1'b0, p}), .sum(r2), .cout());
  assign sum = (0 <= r0) && (r0 < p) ? r0 :
		    (0 <= r1) && (r1 < p) ? r1 :
		    (0 <= r2) && (r2 < p) ? r2 : {N{1'b0}};
endmodule 
module sub_modp #(parameter N = 255)
  (
   input [N-1:0]  x, y,
   output [N-1:0] diff
   );
  wire [N-1:0] p = 2**255 - 19;
  wire [N-1:0] r0, r1;
  wire	       b0, b1;	       
  add_sub #(.N(N)) sub0 (.ctrl(1'b1), .a(x), .b(y), .sum(r0), .cout(b0));
  add_sub #(.N(N)) sub1 (.ctrl(1'b0), .a(r0), .b(p), .sum(r1), .cout(b1));
  assign diff = b0 ? r0 : r1;
endmodule
module csa #(parameter N = 256)
  (
    input [N-1:0] a, b, c,
    output [N:0] sum,
    output cout
   );
  wire [N-1:0] co, S;
  genvar       ii;
  generate
    for (ii = 0; ii < N; ii++)
      full_adder csa (.a(a[ii]), .b(b[ii]), .cin(c[ii]), 
		      .sum(S[ii]), .cout(co[ii]));
  endgenerate
  rca_add #(.N(N)) rca (.a({1'b0, S[N-1:1]}), .b(co), .cin(1'b0), 
			.sum(sum[N:1]), .cout(cout));
  assign sum[0] = S[0];
endmodule  
module reduce #(parameter N = 255)
  (
   input [2*N-1:0] n,   
   output [N-1:0] r     
   );
  wire [255:0] p = 2**255 - 19;
  wire [N-1:0] n_hi, n_lo, m_hi, m_lo; 
  wire [N+4:0] n1, n4, m; 
  wire [N-1:0] m1, m4;
  wire [N:0]   r0, r1;
  wire [N+4:0] s0, s1, s2, s3;
  wire	       c0, c1, c2, c3;
  assign n_hi = n >> N;
  assign n_lo = n[N-1:0];
  assign n1 = (n_hi << 1);
  assign n4 = (n_hi << 4);   
  csa #(.N(N+4)) csa0 (.a(n_hi), .b(n1), .c(n4), .sum(s0), .cout(c0));
  cla_add #(.N(N+5)) cla0 (.a(n_lo), .b(s0), .cin(c0), .sum(s1), .cout(c1));
  assign m = c1 ? {c1, s1} : {s1};   
  assign m_lo = m[N-1:0];
  assign m_hi = m >> N;
  assign m1 = 256'(m_hi << 1);
  assign m4 = 256'(m_hi << 4);   
  csa #(.N(N+4)) csa1 (.a(m_hi), .b(m1), .c(m4), .sum(s2), .cout(c2));
  cla_add #(.N(N+5)) cla1 (.a(m_lo), .b(s2), .cin(c2), .sum(s3), .cout(c3));
  assign r0 = c3 ? {c3, s3} : {s3};   
  add_sub addsub0 (.ctrl(1'b1), .a(r0), .b(p), .sum(r1), .cout());  
  assign r = (r0 > p) ? r1 : r0;
endmodule

==> changes_impl.md <==
### Implementation results

* Run status: completed
* Post-CTS Setup Inserts at 0
* Synthesis-to-finish area growth at 40.2%
* Layout cells sized above 1 at 0.0651
* Initial antenna violation count at 39
* First-pass GRT wire length at 166 mm
* Total gr overflow at 0
* Slew Viols, Final at 0
* Fillers at 25,500
* Final Hold Viols at 0
* GRT Total Usage at 0.0920
* Detailed router's first-iteration violation count at 442
* Synth Cell Area at 0.0286 mm^2
* Worst slew pin tran at 798 ps
* Placed Cells incl. Taps at 6,344
* Chip Area, Yosys at 0.0286 mm^2
* Non-filler instance count after layout at 6,365
* CP dominant cell by count: fa_1
* Seq_cells at 0
* I/O pin cnt at 765
* RSZ-0062 raised after global routing: false
* Sequential cell area at 0 um^2
* Via-per-instance ratio at 3.03
* Startpoint class of the critical path: primary input
* RePlAce Congestion at 0.936
* Pre-CTS setup slack at 43,090 ps
* Tool warnings at 33
* Crit path DAT at 222,220 ps
* Drt total wl at 113 mm
* WS Path Type: primary input to primary output
* Die X at 504 um
* Row cnt at 177
* Die ar. at 0.254 mm^2
* Initial Util at 0.123
* Hold_buf cts at 0
* Switch share at 0.496
* Area of placed instances at 0.0401 mm^2
* PortBufs at 765
* Synthesized netlist cell count at 2,462
* Post-DRT Antenna Nets at 0
* Max rail drop VDD at 0.00940 mV
* Comb gate area at 0.0254 mm^2
* Tot Pwr at 322 uW
* Mean post-synth cell area at 11.6 um^2
* Number of max-cap violations at 0
* Post-DR wirelength/cell at 17.8 um
* Die H at 504 um
* Int Pwr at 162 uW
* Crit share post-route at 0.867
* Minimum clock period at 288,860 ps
* Cts repair resizes at 0
* Worst setup EP type: primary output
* Via count at 19,300
* Cells in synth_stat.txt at 2,462
* Post-route setup slack at 44,340 ps
* # setup viols final at 0
* Synth warn at 8
* Slowest Stage Delay on Critical Path at 690 ps
* Initial DRT Pass Iterations at 6
* Core Util, Final at 0.172
* CP Data Required Time at 266,560 ps
* Core area at 0.233 mm^2
* DRC viols at 0
* FMAX at 3.46 MHz
* Design area at 0.0401 mm^2
* Static Leak at 18.6 nW
* Total Neg Setup Slack at 0 ps
* Worst min path class: primary input to primary output
* HPWL after detailed placement at 110 mm
* Vias in the first global route at 23,100
* Register share after synthesis at 0
* Max-slew headroom at 0.463
* Slowest CP cell: clkdlybuf4s50_1
* Hold Slack at 134,690 ps
* P per Cell Area at 8.02 mW/mm^2
* Largest net degree at the start of global routing at 62
* Clock buffer cells at 0
* Crit-path max FO at 49
* Switching power at 160 uW
* Cell Type Count at 20
-- area by class of cell --
| type | count | area share |
|---|---|---|
| Tap cell | 3132 | 0.0976 |
| Timing Repair Buffer | 778 | 0.193 |
| Multi-Input combinational cell | 1636 | 0.633 |
| Inverter | 798 | 0.0746 |
| Antenna cell | 21 | 0.00131 |
-- worst paths after layout --
path	from	end	cells after the start
worst max-delay path	n[256]	r[126]	535
worst min-delay path	n[0]	r[0]	6
-- routing by layer --
| metal | vias up | wire length (um) | track usage |
|---|---|---|---|
| li1 | 9075 | - | - |
| met3 | 82 | 9390 | 0.0348 |
| met5 | - | 55 | 0 |
| met1 | 9457 | 43400 | 0.108 |
| met2 | 669 | 57300 | 0.163 |
| met4 | 10 | 3190 | 0.0150 |
-- power by group through the flow --
stage | Sequential [mW] | Clock (mW) | Combinational, mW
CTS | 0 | 0 | 0.338
global route | 0 | 0.00000000625 | 0.372
-- synthesized netlist by cell type (3+ instances only) --
| cell type | number | area [um^2] |
|---|---|---|
| inv_1 | 798 | 3000 |
| fa_1 | 774 | 15500 |
| ha_1 | 517 | 6470 |
| mux2_2 | 194 | 2180 |
| nand4_1 | 63 | 394 |
| mux2_1 | 57 | 642 |
| buf_4 | 20 | 150 |
| nor4_1 | 15 | 93.8 |
| buf_6 | 7 | 78.8 |
| mux2i_1 | 3 | 30.0 |
-- cell usage in the layout (no fill, tap or decap) --
cell type,count
clkdlybuf4s50_1,765
nand4b_1,2
nor3_1,2
ha_1,517
nand3_1,2
nand4bb_1,1
mux2i_1,3
nor4_1,15
nor4_2,1
mux2_1,57
nor3b_1,2
buf_4,13
inv_1,798
fa_1,774
diode_2,21
xnor2_1,1
xor2_1,1
nand4_1,63
nor2_4,1
mux2_2,194
-- cell families (layout without fill, tap and decap cells) --
logic type / after synthesis / in the layout / synth area share
and+or+nand+nor: 89 / 89 / 0.0198
other: 0 / 21 / 0
xor gates and xnor gates: 2 / 2 / 0.000612
buffers and inverters: 826 / 1576 / 0.113
adders and majority gates: 1291 / 1291 / 0.767
muxes: 254 / 254 / 0.0998
-- critical path: cells and delay by family --
kind	cells	cell delay, ps
muxes	2	570
buffers and inverters	16	3910
and+or+nand+nor	5	2080
adders and majority gates	512	148670
Power figures rest on the tool's default switching activity, not on a simulated workload.
