[config.mk]
export PLATFORM = sky130hd
export DESIGN_NAME = sub_modp
export DESIGN_NICKNAME = sub_modp
export VERILOG_FILES = /design/flow/design.v
export SDC_FILE = /design/flow/constraint.sdc
export NUM_CORES = 4
export LEC_CHECK = 1
export CORE_AREA = 10 10 372 372
export DIE_AREA = 0 0 382 382
[constraint.sdc]
current_design sub_modp

set clk_period 169.6
set clk_io_pct 0.2

create_clock -name clk0 -period $clk_period

set non_clock_inputs [all_inputs -no_clocks]
set_input_delay [expr $clk_period * $clk_io_pct] -clock clk0 $non_clock_inputs
set_output_delay [expr $clk_period * $clk_io_pct] -clock clk0 [all_outputs]
[design.v]
module half_adder
  (
    input  a, b,
    output sum, cout
   );
  assign sum = a ^ b;
  assign cout = a & b;
endmodule  
module full_adder
  (
    input	a, b, cin,
    output wire	sum, cout
   );
  assign sum = a ^ b ^ cin;
  assign cout = (a & b) | (a ^ b) & cin;
endmodule  
module half_subtractor
  (
   input a, b,
   output diff, bout
   );
  assign diff = a ^ b;
  assign bout = ~a & b;
endmodule  
module full_subtractor
  (
    input	a, b, bin,
    output wire	diff, bout
   );
  assign diff = a ^ b ^ bin;
  assign bout = (~a & b) | (~(a ^ b) & bin);
endmodule  
module rca_add #(parameter N = 256)
  (
    input [N-1:0]  a, b,
    input	   cin,
    output [N-1:0] sum,
    output cout	  
   );
  wire [N:0] C;
  genvar     ii;
  generate
    full_adder FA0 (.a(a[0]), .b(b[0]), .cin(cin), .sum(sum[0]), .cout(C[0]));
    for (ii = 1; ii < N; ii++)
      full_adder FA (.a(a[ii]), .b(b[ii]), .cin(C[ii-1]), .sum(sum[ii]), .cout(C[ii]));
  endgenerate
  assign cout = C[N-1];
endmodule  
module cla_add #(parameter N = 256)
  (
    input [N-1:0]	a, b,
    input		cin,
    output wire [N-1:0]	sum,
    output wire	cout
   );
  wire [N:0] C;
  wire [N-1:0] G, P, S;
  assign C[0] = cin;
  genvar       ii;
  generate
    for(ii = 0; ii < N; ii++)
      full_adder FA (.a(a[ii]), .b(b[ii]), .cin(C[ii]), .sum(S[ii]), .cout());
  endgenerate
  genvar jj;
  generate
    for (jj = 0; jj < N; jj++) begin
      assign G[jj] = a[jj] & b[jj];               
      assign P[jj] = a[jj] | b[jj];               
      assign C[jj+1] = G[jj] | (P[jj] & C[jj]);   
    end
  endgenerate
  assign sum = S;
  assign cout = C[N];
endmodule  
module add_sub_rc #(parameter N = 256)
  (
   input	  ctrl,
   input [N-1:0]  a, b,
   output [N-1:0] sum,
   output	  cout
   );
  wire [N-1:0] bmod;
  assign bmod = {N{ctrl}} ^ b;
  rca_add #(.N(N)) rca0 (.a(a), .b(bmod), .cin(ctrl), .sum(sum), .cout(cout));
endmodule  
module add_sub #(parameter N = 256)
  (
   input	  ctrl,
   input [N-1:0]  a, b,
   output [N-1:0] sum,
   output	  cout
   );
  wire [N-1:0] bmod;
  assign bmod = {N{ctrl}} ^ b;
  cla_add #(.N(N)) cla0 (.a(a), .b(bmod), .cin(ctrl), .sum(sum), .cout(cout));
endmodule  
module add_modp #(parameter N = 255)
  (
   input [N-1:0]  x, y,
   output [N-1:0] sum
   );
  wire [N-1:0] p = 2**255 - 19;
  wire [N:0]   r0, r1, r2;
  wire [N-1:0] s0; 
  wire	       c0;
  add_sub #(.N(N)) add0 (.ctrl(1'b0), .a(x), .b(y), .sum(s0), .cout(c0));
  assign r0 = {c0, s0};
  add_sub #(.N(N+1)) sub0 (.ctrl(1'b1), .a(r0), .b({1'b0, p}), .sum(r1), .cout());
  add_sub #(.N(N+1)) sub1 (.ctrl(1'b1), .a(r1), .b({1'b0, p}), .sum(r2), .cout());
  assign sum = (0 <= r0) && (r0 < p) ? r0 :
		    (0 <= r1) && (r1 < p) ? r1 :
		    (0 <= r2) && (r2 < p) ? r2 : {N{1'b0}};
endmodule 
module sub_modp #(parameter N = 255)
  (
   input [N-1:0]  x, y,
   output [N-1:0] diff
   );
  wire [N-1:0] p = 2**255 - 19;
  wire [N-1:0] r0, r1;
  wire	       b0, b1;	       
  add_sub #(.N(N)) sub0 (.ctrl(1'b1), .a(x), .b(y), .sum(r0), .cout(b0));
  add_sub #(.N(N)) sub1 (.ctrl(1'b0), .a(r0), .b(p), .sum(r1), .cout(b1));
  assign diff = b0 ? r0 : r1;
endmodule
module csa #(parameter N = 256)
  (
    input [N-1:0] a, b, c,
    output [N:0] sum,
    output cout
   );
  wire [N-1:0] co, S;
  genvar       ii;
  generate
    for (ii = 0; ii < N; ii++)
      full_adder csa (.a(a[ii]), .b(b[ii]), .cin(c[ii]), 
		      .sum(S[ii]), .cout(co[ii]));
  endgenerate
  rca_add #(.N(N)) rca (.a({1'b0, S[N-1:1]}), .b(co), .cin(1'b0), 
			.sum(sum[N:1]), .cout(cout));
  assign sum[0] = S[0];
endmodule  
[run.sh]
#!/bin/bash
# OpenROAD 26Q1-2900-gdf79404cd8, Yosys 0.63+post, stock flow scripts
make -C /OpenROAD-flow-scripts/flow DESIGN_CONFIG=/design/flow/config.mk WORK_HOME=/design/flow/orfs finish
==> impl_metrics.ini <==
; yosys + openroad results
[flow_run]
log.warning_count = 32
maxCapViolations = 0

[critical_path]
worst-path-buf-inv = 9
worstPathRequired_ns = 135.68
end_kind = output pin
crit_slowest_cell = fa_4
critical_path_class = in -> out
crit_path_max_fanout = 10
crit_path_end = diff[99]
arrival_ns = 132.83
startpoint = y[0]
worstSetupStartpointType = input pin
max_stage_delay_ns = 0.58
cp_top_family = adder cells
cp.depth = 265
cp_common_cell = fa_1

[logic_synthesis]
yosysTopAreaCell = fa_1
yosysTopAreaCellShare = 0.3918
synthCells = 1396
synth_area_um2 = 12980
postSynthSeqShare = 0
ys_cells = 1396
yosys_area_um2 = 12980
yosysUniqueCellTypes = 16
ys_warn_count = 0
syn_area_per_cell_um2 = 9.297
topCellsByArea = fa_1 39%, ha_1 24%, inv_1 15%

[detailed_routing]
via_count = 12340
first_pass_iters = 6
drc = 0
vias_per_cell = 3.130
finalWirelength_mm = 86.67
wire_per_inst_um = 21.99
antenna_left = 0
drt_iter0_markers = 238

[die]
die_area_um2 = 145900
die_h_um = 382
fp.coreArea_um2 = 129800
dieWidth_um = 382
fp_util = 0.09998
rows = 132
io_pins = 765

[grt]
grt_usage = 0.1184
grt_max_degree = 34
grt_pass1_vias = 13580
grt-ovfl-total = 0
grt_pass1_wl_mm = 115.9
antenna_found_initial = 67

[final_timing]
fin_crit_ns = 166.75
max_slew_margin = 0.6438
setup_viol = 0
hold_violations = 0
whs_ns = 68.78
period_used_share = 0.9832
fin_setup_tns_ns = 0
fmax_ghz = 0.005997
rsz0062_at_grt = false
slew_viol_final = 0
worst_pin_slew_ns = 0.5344

[layout]
final_core_util = 0.1811
clockBufferCount = 0
flops = 0
flop_area_um2 = 0
area_delta_synth_final_pct = 81.11
drive_above_1_share = 0.08314

[pwr]
cellPowerDensity_nw_per_um2 = 4.430
peakVddDrop_v = 0.000002335
power_leakage_uw = 0.01154

[run_status]
status = finished, final reports clean

[place]
post-dp-hpwl_mm = 81.41
portBuffers = 765
gp_congestion = 0.9577

[hold_path]
hp-class = in -> out

[clock_network]
hold_buffers = 0
[cells in the final DEF (no fill, tap or decap)]
cell / count
buf_6: 5
nand2_1: 81
buf_8: 1
nor2_1: 1
clkdlybuf4s50_1: 736
fa_4: 1
bufbuf_16: 2
dlygate4sd2_1: 12
fa_2: 87
buf_12: 11
ha_1: 253
mux2i_1: 162
fa_1: 166
inv_1: 512
diode_2: 11
buf_16: 4
mux2i_4: 1
a21oi_1: 1
o21ai_2: 1
nand2b_1: 1
buf_4: 60
xor2_1: 1
o21ai_0: 69
mux2i_2: 7
mux2_2: 1
ha_2: 1
xnor2_1: 1
o21ai_1: 11
[stage by stage]
stage / std cells / worst slack (ns) / power (uW) / instance area (um2)
floorplan: 1396 / 5.182 / 35.68 / 12980
global placement: 3926 / -2.097 / 103.8 / 23050
detailed placement: 3926 / -2.373 / 103.9 / 23050
CTS: 3931 / 0.02477 / 107.5 / 23380
global route: 3934 / 0.01759 / 118.4 / 23490
finish: 3942 / 2.852 / 104.1 / 23510
[cells by family after synthesis]
group | count (synthesis) | share of synthesized area
compound gates | 82 | 0.03162
xor+xnor | 2 | 0.001350
fa+ha+maj | 508 | 0.6367
buf+inv | 550 | 0.1742
mux | 171 | 0.1320
simple gates | 83 | 0.02420
[power by group]
group | leakage [uW] | internal [uW] | switching, uW
logic | 0.0115 | 60.1 | 44.1
registers | 0 | 0 | 0
clock network | 0.0000000667 | 0.00000727 | 0
total | 0.0115 | 60.1 | 44.1
[synth_stat cells]
library cell    n
a21oi_1         1
buf_2          13
buf_4           2
buf_6          23
fa_1          254
ha_1          254
inv_1         512
mux2_2          1
mux2i_1       170
nand2_1        81
nand2b_1        1
nor2_1          1
o21ai_0        74
o21ai_1         7
xnor2_1         1
xor2_1          1
[per-layer routing]
| metal | GRT usage | wire length, um | up-vias |
|---|---|---|---|
| li1 | - | - | 5755 |
| met1 | 0.1394 | 33460 | 5840 |
| met2 | 0.1992 | 41100 | 584 |
| met3 | 0.06469 | 10990 | 122 |
| met4 | 0.004205 | 880 | 38 |
| met5 | 0 | 238 | - |
[layout make-up]
class                           instances  area [um2]
Tap cell                             1742        2180
Fill cell                           14470      106300
Antenna cell                           11       27.53
Inverter                              512        1922
Timing Repair Buffer                  831        8389
Multi-Input combinational cell        846       10990
[worst min-delay path by stage]
stage / startpoint / endpoint / slack, ns / cells past startpoint
4_1_cts: y[43] / diff[43] / 68.81 / 6
5_1_grt: y[43] / diff[43] / 68.92 / 6
6_report: y[43] / diff[43] / 68.78 / 6
[what timing repair did]
item | CTS | global route
setup endpoints to repair | 255 | 255
setup buffers | 1 | 0
gates cloned | 4 | 0
resized | 86 | 40
pin swaps | 16 | 18
[worst min-delay path, cell delays in order]
cell and delay [ns]:
clkdlybuf4s50_1 0.39, inv_1 0.08, fa_1 0.19, nand2_1 0.05
o21ai_0 0.07, buf_4 0.16
No activity file was given, so power comes from the tool's default toggle rates.
